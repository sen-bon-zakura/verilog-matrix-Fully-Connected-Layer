<file path="flow/design.v">
`timescale 1ns/10ps
module accelerate_matrix (
    input clk,
    input rst,
    input [31:0]wmatrix,
    input [31:0]xmatrix,
    input [31:0]bias,
    output reg [15:0]out1,
    output reg [15:0]out2,
    output reg [15:0]out3,
    output reg [15:0]out4
);
    wire enb_dff8,enb_dffb,enb_m4,enb_out;
    wire [1:0]sel_dff8,sel_out;
    wire [7:0] wire_w [0:15];
    wire [7:0] wire_x [0:15];
    wire [7:0] wire_b [0:3];
    wire [15:0] wire_m4 [0:15];
    DFF8 D1(
        .clk(clk),
        .rst(rst),
        .enb(enb_dff8),
        .sel(sel_dff8),
        .in_data(wmatrix),
        .out0(wire_w[0]),
        .out1(wire_w[1]),
        .out2(wire_w[2]),
        .out3(wire_w[3]),
        .out4(wire_w[4]),
        .out5(wire_w[5]),
        .out6(wire_w[6]),
        .out7(wire_w[7]),
        .out8(wire_w[8]),
        .out9(wire_w[9]),
        .out10(wire_w[10]),
        .out11(wire_w[11]),
        .out12(wire_w[12]),
        .out13(wire_w[13]),
        .out14(wire_w[14]),
        .out15(wire_w[15])
    );
    DFF8 D2(
        .clk(clk),
        .rst(rst),
        .enb(enb_dff8),
        .sel(sel_dff8),
        .in_data(xmatrix),
        .out0(wire_x[0]),
        .out1(wire_x[1]),
        .out2(wire_x[2]),
        .out3(wire_x[3]),
        .out4(wire_x[4]),
        .out5(wire_x[5]),
        .out6(wire_x[6]),
        .out7(wire_x[7]),
        .out8(wire_x[8]),
        .out9(wire_x[9]),
        .out10(wire_x[10]),
        .out11(wire_x[11]),
        .out12(wire_x[12]),
        .out13(wire_x[13]),
        .out14(wire_x[14]),
        .out15(wire_x[15])
    );
    DFFb D3(
        .clk(clk),
        .rst(rst),
        .enb(enb_dffb),
        .in_data(bias),
        .out0(wire_b[0]),
        .out1(wire_b[1]),
        .out2(wire_b[2]),
        .out3(wire_b[3])
    );
    genvar i, j;
    generate
        for (i = 0; i < 4; i = i + 1) begin : row_loop
            for (j = 0; j < 4; j = j + 1) begin : col_loop
                m4 a_inst (
                    .clk(clk),
                    .rst(rst),
                    .enb(enb_m4),
                    .a0(wire_w[i * 4 + 0]),
                    .a1(wire_w[i * 4 + 1]),
                    .a2(wire_w[i * 4 + 2]),
                    .a3(wire_w[i * 4 + 3]),
                    .b0(wire_x[i * 4 + 0]),
                    .b1(wire_x[i * 4 + 1]),
                    .b2(wire_x[i * 4 + 2]),
                    .b3(wire_x[i * 4 + 3]),
                    .bias(wire_b[i]),
                    .out_data(wire_m4[i * 4 + j])
                );
            end
        end
    endgenerate
    always @(*) begin
        if(enb_out)begin
            case(sel_out)
                2'b00:begin
                    out1 = wire_m4[0];
                    out2 = wire_m4[1];
                    out3 = wire_m4[2];
                    out4 = wire_m4[3];
                end
                2'b01:begin
                    out1 = wire_m4[4];
                    out2 = wire_m4[5];
                    out3 = wire_m4[6];
                    out4 = wire_m4[7];
                end
                2'b10:begin
                    out1 = wire_m4[8];
                    out2 = wire_m4[9];
                    out3 = wire_m4[10];
                    out4 = wire_m4[11];
                end
                2'b11:begin
                    out1 = wire_m4[12];
                    out2 = wire_m4[13];
                    out3 = wire_m4[14];
                    out4 = wire_m4[15];
                end
            endcase
        end
    end
    control c1(
        .clk(clk),
        .rst(rst),
        .enb_dff8(enb_dff8),
        .sel_dff8(sel_dff8),
        .enb_dffb(enb_dffb),
        .enb_m4(enb_m4),
        .enb_out(enb_out),
        .sel_out(sel_out)
    );
endmodule
module DFF8 (
    input clk,
    input rst,
    input enb,
    input [1:0]sel,
    input [31:0]in_data,
    output reg [7:0]out0,
    output reg [7:0]out1,
    output reg [7:0]out2,
    output reg [7:0]out3,
    output reg [7:0]out4,
    output reg [7:0]out5,
    output reg [7:0]out6,
    output reg [7:0]out7,
    output reg [7:0]out8,
    output reg [7:0]out9,
    output reg [7:0]out10,
    output reg [7:0]out11,
    output reg [7:0]out12,
    output reg [7:0]out13,
    output reg [7:0]out14,
    output reg [7:0]out15
);
    always @(posedge clk or posedge rst) begin
        if(rst)begin
            out0 <= 8'd0;
            out1 <= 8'd0;
            out2 <= 8'd0;
            out3 <= 8'd0;
            out4 <= 8'd0;
            out5 <= 8'd0;
            out6 <= 8'd0;
            out7 <= 8'd0;
            out8 <= 8'd0;
            out9 <= 8'd0;
            out10 <= 8'd0;
            out11 <= 8'd0;
            out12 <= 8'd0;
            out13 <= 8'd0;
            out14 <= 8'd0;
            out15 <= 8'd0; 
        end
        else begin
            if(enb)begin
                case(sel)
                2'b00:begin
                    out0 <= in_data[31:24];
                    out1 <= in_data[23:16];
                    out2 <= in_data[15:8];
                    out3 <= in_data[7:0];
                end
                2'b01:begin
                    out4 <= in_data[31:24];
                    out5 <= in_data[23:16];
                    out6 <= in_data[15:8];
                    out7 <= in_data[7:0];
                end
                2'b10:begin
                    out8 <= in_data[31:24];
                    out9 <= in_data[23:16];
                    out10 <= in_data[15:8];
                    out11 <= in_data[7:0];
                end
                2'b11:begin
                    out12 <= in_data[31:24];
                    out13 <= in_data[23:16];
                    out14 <= in_data[15:8];
                    out15 <= in_data[7:0];
                end
                endcase
            end
        end
    end
endmodule
module DFFb (
    input clk,
    input rst,
    input enb,
    input [31:0]in_data,
    output reg [7:0]out0,
    output reg [7:0]out1,
    output reg [7:0]out2,
    output reg [7:0]out3
);
    always @(posedge clk or posedge rst) begin
        if(rst)begin
            out0 <= 8'd0;
            out1 <= 8'd0;
            out2 <= 8'd0;
            out3 <= 8'd0;
        end
        else begin
            if(enb)begin
                out0 <= in_data[31:24];
                out1 <= in_data[23:16];
                out2 <= in_data[15:8];
                out3 <= in_data[7:0];
            end
        end
    end
endmodule
module m4 (
    input clk,
    input rst,
    input enb,
    input [7:0]a0,
    input [7:0]a1,
    input [7:0]a2,
    input [7:0]a3,
    input [7:0]b0,
    input [7:0]b1,
    input [7:0]b2,
    input [7:0]b3,
    input [7:0]bias,
    output reg [15:0] out_data
);
    reg [15:0]p0,p1,p2,p3;
    reg [17:0]sum1,sum2,temp_out;
    always @(posedge clk or posedge rst) begin
        if(rst)begin
            p0 <= 16'd0;
            p1 <= 16'd0;
            p2 <= 16'd0;
            p3 <= 16'd0;
            sum1 <= 18'd0;
            sum2 <= 18'd0;
            out_data <= 18'd0;
        end
        else if (enb)begin
            p0 <= a0 * b0;
            p1 <= a1 * b1;
            p2 <= a2 * b2;
            p3 <= a3 * b3;
            sum1 <= p0 + p1;
            sum2 <= p2 + p3;
            temp_out <= sum1 + sum2 +bias;
            out_data <= (temp_out[15])?16'd0:temp_out[15:0];
        end
    end
endmodule
module control (
    input clk,
    input rst,
    output reg enb_dff8,
    output reg [1:0]sel_dff8,
    output reg enb_dffb,
    output reg enb_m4,
    output reg enb_out,
    output reg [1:0]sel_out
);
    reg [3:0]state;       
    reg [3:0]next_state;  
    parameter s0 = 4'd0;
    parameter s1 = 4'd1;
    parameter s2 = 4'd2;
    parameter s3 = 4'd3;
    parameter s4 = 4'd4;
    parameter s5 = 4'd5;
    parameter s6 = 4'd6;
    parameter s7 = 4'd7;
    parameter s8 = 4'd8;
    parameter s9 = 4'd9;
    parameter s10 = 4'd10;
    parameter s11 = 4'd11;
    parameter s12 = 4'd12;
    always @(posedge clk or posedge rst) begin
        if(rst)begin
            state <= s0;
        end
        else begin
            state <= next_state;
        end
    end
    always @(*) begin
        case(state)
            s0: next_state = s1;
            s1: next_state = s2;
            s2: next_state = s3;
            s3: next_state = s4;
            s4: next_state = s5;
            s5: next_state = s6;
            s6: next_state = s7;
            s7: next_state = s8;
            s8: next_state = s9;
            s9: next_state = s10;
            s10: next_state = s11;
            s11: next_state = s12;
            s12: next_state = s0;
            default: next_state = s0;
        endcase
    end
    always @(*)begin
        case(state)
            s0:begin
                enb_dff8 = 1'b0;
                sel_dff8 = 2'b00;
                enb_dffb = 1'b0;
                enb_m4 = 1'b0;
                enb_out = 1'b0;
                sel_out = 2'b00;
            end
            s1:begin
                enb_dff8 = 1'b1;
                sel_dff8 = 2'b00;
                enb_dffb = 1'b1;
                enb_m4 = 1'b0;
                enb_out = 1'b0;
                sel_out = 2'b00;
            end
            s2:begin
                enb_dff8 = 1'b1;
                sel_dff8 = 2'b01;
                enb_dffb = 1'b0;
                enb_m4 = 1'b0;
                enb_out = 1'b0;
                sel_out = 2'b00;
            end
            s3:begin
                enb_dff8 = 1'b1;
                sel_dff8 = 2'b10;
                enb_dffb = 1'b0;
                enb_m4 = 1'b0;
                enb_out = 1'b0;
                sel_out = 2'b00;
            end
            s4:begin
                enb_dff8 = 1'b1;
                sel_dff8 = 2'b11;
                enb_dffb = 1'b0;
                enb_m4 = 1'b0;
                enb_out = 1'b0;
                sel_out = 2'b00;
            end
            s5:begin
                enb_dff8 = 1'b0;
                sel_dff8 = 2'b00;
                enb_dffb = 1'b0;
                enb_m4 = 1'b1;
                enb_out = 1'b0;
                sel_out = 2'b00;
            end
            s6:begin
                enb_dff8 = 1'b0;
                sel_dff8 = 2'b00;
                enb_dffb = 1'b0;
                enb_m4 = 1'b1;
                enb_out = 1'b0;
                sel_out = 2'b00;
            end
            s7:begin
                enb_dff8 = 1'b0;
                sel_dff8 = 2'b00;
                enb_dffb = 1'b0;
                enb_m4 = 1'b1;
                enb_out = 1'b0;
                sel_out = 2'b00;
            end
            s8:begin
                enb_dff8 = 1'b0;
                sel_dff8 = 2'b00;
                enb_dffb = 1'b0;
                enb_m4 = 1'b1;
                enb_out = 1'b0;
                sel_out = 2'b00;
            end
            s9:begin
                enb_dff8 = 1'b0;
                sel_dff8 = 2'b00;
                enb_dffb = 1'b0;
                enb_m4 = 1'b0;
                enb_out = 1'b1;
                sel_out = 2'b00;
            end
            s10:begin
                enb_dff8 = 1'b0;
                sel_dff8 = 2'b00;
                enb_dffb = 1'b0;
                enb_m4 = 1'b0;
                enb_out = 1'b1;
                sel_out = 2'b01;
            end
            s11:begin
                enb_dff8 = 1'b0;
                sel_dff8 = 2'b00;
                enb_dffb = 1'b0;
                enb_m4 = 1'b0;
                enb_out = 1'b1;
                sel_out = 2'b10;
            end
            s12:begin
                enb_dff8 = 1'b0;
                sel_dff8 = 2'b00;
                enb_dffb = 1'b0;
                enb_m4 = 1'b0;
                enb_out = 1'b1;
                sel_out = 2'b11;
            end
            default:begin
                enb_dff8 = 1'b0;
                sel_dff8 = 2'b00;
                enb_dffb = 1'b0;
                enb_m4 = 1'b0;
                enb_out = 1'b0;
                sel_out = 2'b00;
            end
        endcase
    end
endmodule
</file>
<file path="flow/run.sh">
#!/bin/bash
# OpenROAD 26Q1-2900-gdf79404cd8, Yosys 0.63+post, stock flow scripts
make -C /OpenROAD-flow-scripts/flow DESIGN_CONFIG=/design/flow/config.mk WORK_HOME=/design/flow/orfs finish
</file>
<file path="flow/config.mk">
export PLATFORM = sky130hd
export DESIGN_NAME = accelerate_matrix
export DESIGN_NICKNAME = accelerate_matrix
export VERILOG_FILES = /design/flow/design.v
export SDC_FILE = /design/flow/constraint.sdc
export NUM_CORES = 4
export LEC_CHECK = 1
export CORE_UTILIZATION = 50
</file>
<file path="flow/constraint.sdc">
current_design accelerate_matrix

set clk_period 66.9
set clk_io_pct 0.2

create_clock -name clk0 -period $clk_period [get_ports {clk}]

set non_clock_inputs [all_inputs -no_clocks]
set_input_delay [expr $clk_period * $clk_io_pct] -clock clk0 $non_clock_inputs
set_output_delay [expr $clk_period * $clk_io_pct] -clock clk0 [all_outputs]
</file>
==> impl_metrics.json <==
{
  "cts_post_setup_buffers_inserted": 0,
  "synth_flops": 815,
  "hold_buffers": 0,
  "gr-total-overflow": 0,
  "clock.latency.late_pin_ns": 0.71,
  "capturing_point_of_the_worst_reg2reg_path": "row_loop[3].col_loop[0].a_inst.sum2[14]",
  "rr_startpoint": "c1.state[0]",
  "die_width_um": 382,
  "seqCellArea_um2": 20600,
  "synth.cell_area_um2": 72100,
  "cts-resized-gates": 0,
  "synth.avg_cell_area_um2": 9.76,
  "vdd_ir_drop_max_v": 0.0000258,
  "yosys-top-cells-area": "sky130_fd_sc_hd__dfrtp_1, sky130_fd_sc_hd__fa_1, sky130_fd_sc_hd__ha_1",
  "wl_per_cell_um": 19.3,
  "netlist-cell-type-count": 87,
  "ctsLongestPathBuffers": 3,
  "cts_root_buf": "sky130_fd_sc_hd__clkbuf_16",
  "coreArea_um2": 142000,
  "syn-instance-count": 7388,
  "yosys.stat.chipArea_um2": 72100,
  "detail_route.drc_violations": 0,
  "power_per_cell_area_nw_per_um2": 39.5,
  "critPathArrivalTime_ns": 16.98,
  "finish.cell_count_without_fillers": 9439,
  "layout_min_cycle_time_ns": 16.19,
  "logic_area_um2": 47100,
  "worstPathRequired_ns": 67.69,
  "hpwl_um": 145000,
  "yosys-stat-cells": 7388,
  "post_drt_via_cell_ratio": 5.43,
  "grt_pass1_wl_um": 293000,
  "report.final.slew_viol_count": 0,
  "count_of_endpoints_without_a_timing_constraint": 75,
  "hold_end": "row_loop[3].col_loop[0].a_inst.out_data[10]",
  "floorplanUtilization": 0.507,
  "clk_transition_reported_paths_ns": 0.06,
  "yosys.area.top_type_share": 0.255,
  "final_cell_mix": "sky130_fd_sc_hd__inv_1, sky130_fd_sc_hd__and2_1, sky130_fd_sc_hd__ha_1",
  "port_bufs": 157,
  "first_iter_violations": 2745,
  "layout_top_cell": "sky130_fd_sc_hd__inv_1",
  "fillerInstances": 12544,
  "cellLeakagePower_nw": 38.1,
  "unclocked_regs": 15,
  "fin_worst_skew_ns": 0.0389,
  "timing.critical_path.to_type": "asynchronous set/reset pin",
  "async_reset_ff_frac": 0.903,
  "timing.setup.critical_path_class": "in2async",
  "tritoncts": "built",
  "antenna_found_initial": 3,
  "cts_buffers": 93,
  "worst_hold_startpoint": "row_loop[3].col_loop[0].a_inst.out_data[10]",
  "die_height_um": 382,
  "grt_setup_unrepaired": "no",
  "slew-limit-headroom": 0.433,
  "areaGrowthSynthToFinish_pct": 9.09,
  "synth_top_cell_by_area": "sky130_fd_sc_hd__dfrtp_1",
  "warning_count": 39,
  "ys_dominant_reg_cell": "sky130_fd_sc_hd__dfrtp_1",
  "chip_area_um2": 146000,
  "routed_wl_um": 182000,
  "top_level_ports": 162,
  "timing.final.crit_share": 0.242,
  "timing_worst_slew_pin_value_ns": 0.850,
  "status": "finished clean",
  "track_usage": 0.273,
  "start_kind": "primary input",
  "placed_instances": 9272,
  "fp-row-count": 138,
  "hold_path_depth": 2,
  "totalNegativeSetupSlack_ns": 0,
  "setup_viol_count_final": 0,
  "detailroute.via_count": 51235,
  "antenna_violating_nets_post_route": 0,
  "grt_max_degree": 125,
  "globalplace.congestion": 0.943,
  "reg2regPathDepth": 12,
  "final_layout_size_suffix_gt1_frac": 0.0697,
  "htree_num_levels": 3,
  "enable_flop_cells": 64,
  "ys.warnings.count": 5,
  "path_max_fanout": 78,
  "detailedRoute.firstPassIterationCount": 7,
  "min_path_type": "reg2reg",
  "fmax_mhz": 61.8,
  "maxCapViolations": 0,
  "vias_in_the_first_global_route": 52143,
  "hold_viol_final": 0,
  "r2r_setup_slack_ns": 61.82
}
-- layer usage --
| metal | global-route usage | vias to the layer above | routed length, um | part of all wire |
|---|---|---|---|---|
| met1 | 0.399 | 25362 | 78600 | 0.43 |
| met5 | 0 | - | 0 | 0 |
| li1 | - | 24617 | - | - |
| met4 | 0.0688 | 0 | 6010 | 0.033 |
| met3 | 0.0634 | 220 | 11300 | 0.062 |
| met2 | 0.432 | 1036 | 86500 | 0.47 |
-- registers in the layout, indices dropped and copies added, names as in the netlist, 15 cells and up --
register and count:
out4 15, row_loop.col_loop.a_inst.out_data 60, row_loop.col_loop.a_inst.p0 64, row_loop.col_loop.a_inst.p1 64
row_loop.col_loop.a_inst.p2 64, row_loop.col_loop.a_inst.p3 64, row_loop.col_loop.a_inst.sum1 64, row_loop.col_loop.a_inst.sum2 64
row_loop.col_loop.a_inst.temp_out 64
-- stage by stage --
stage	cell area, um2	util	setup WS, ns	hold slack, ns	total power, W
final	78600	0.553	50.71	0.471	0.00311
after global routing	78600	0.553	50.19	0.487	0.00339
after CTS	78600	0.553	50.57	0.472	0.00314
after detailed placement	75400	0.530	49.83	0.457	0.00257
after global placement	75400	0.530	49.83	0.453	0.00256
after floorplan	72100	-	32.87	0.438	0.00205
-- layout make-up --
class,instances,share of cell area
Multi-Input combinational cell,5456,0.599
Sequential cell,815,0.262
Inverter,911,0.0436
Clock buffer,117,0.0324
Tap cell,1890,0.0301
Timing Repair Buffer,200,0.0246
Clock inverter,49,0.00920
Antenna cell,1,0.0000318
-- Yosys cell counts, types with 14 or more instances --
library cell,number
sky130_fd_sc_hd__inv_1,911
sky130_fd_sc_hd__and2_1,818
sky130_fd_sc_hd__ha_1,786
sky130_fd_sc_hd__nand2_1,757
sky130_fd_sc_hd__dfrtp_1,736
sky130_fd_sc_hd__fa_1,620
sky130_fd_sc_hd__a21oi_1,358
sky130_fd_sc_hd__nor2_1,348
sky130_fd_sc_hd__mux2_2,286
sky130_fd_sc_hd__o21ai_0,244
sky130_fd_sc_hd__xor2_1,143
sky130_fd_sc_hd__xnor2_1,128
sky130_fd_sc_hd__a21o_1,99
sky130_fd_sc_hd__nor3_1,85
sky130_fd_sc_hd__nand3_1,79
sky130_fd_sc_hd__buf_2,74
sky130_fd_sc_hd__nand3b_1,70
sky130_fd_sc_hd__clkbuf_1,68
sky130_fd_sc_hd__edfxtp_1,64
sky130_fd_sc_hd__nand2b_1,51
sky130_fd_sc_hd__a211oi_1,49
sky130_fd_sc_hd__buf_4,49
sky130_fd_sc_hd__o31ai_1,49
sky130_fd_sc_hd__nor2b_1,48
sky130_fd_sc_hd__o21a_1,48
sky130_fd_sc_hd__a31oi_1,33
sky130_fd_sc_hd__and3_1,33
sky130_fd_sc_hd__o21bai_1,27
sky130_fd_sc_hd__o211ai_1,22
sky130_fd_sc_hd__nor4_1,21
sky130_fd_sc_hd__nor3b_1,18
sky130_fd_sc_hd__a222oi_1,15
sky130_fd_sc_hd__dlxtp_1,15
sky130_fd_sc_hd__or3_1,14
-- critical path, cell delays in order --
cell	delay (ns)
sky130_fd_sc_hd__clkdlybuf4s50_1	0.56
sky130_fd_sc_hd__inv_8	0.46
sky130_fd_sc_hd__buf_4	0.63
sky130_fd_sc_hd__buf_4	0.63
sky130_fd_sc_hd__buf_4	0.63
sky130_fd_sc_hd__buf_4	0.57
-- where the power goes --
part	leakage, nW	switching (W)	internal (W)
combinational	27.1	0.00102	0.000726
sequential	9.43	0.000152	0.000665
clock	1.60	0.000215	0.000332
-- logic make-up after synthesis --
family,synth area share
AND-OR/OR-AND,0.0946
XOR/XNOR,0.0329
adder cells (fa/ha/maj),0.309
buffers and inverters,0.0626
flip-flops,0.282
latches,0.00312
multiplexers,0.0456
other,0.0000520
AND/OR/NAND/NOR,0.170
-- how the worst max path moves through the flow --
stage / start / to / slack [ns] / cells after the start
6_report: rst / row_loop[3].col_loop[3].a_inst.p0[1] / 50.71 / 6
5_1_grt: rst / row_loop[3].col_loop[3].a_inst.p1[1] / 50.19 / 6
4_1_cts: rst / row_loop[3].col_loop[3].a_inst.p1[9] / 50.57 / 6
Power figures rest on the tool's default switching activity, not on a simulated workload.
